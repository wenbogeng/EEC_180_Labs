==> design/flow/design.v <==
module MAC(a, b, macc_clear, clk, out);
	input signed 		[7:0]				a, b;
	input										macc_clear, clk;
	output reg signed	[18:0]			out;
	always @ (posedge clk)
	begin
		if (~macc_clear)
		begin
			out <= out + a * b;
		end
		else
		begin
			out <= a * b;
		end
	end
endmodule
module controlFSM( start, reset, clk, clock_count_in, done, clock_count_out );
	input 						start, reset, clk;
	input			[10:0]		clock_count_in;
	output reg					done;
	output reg	[10:0]		clock_count_out;
	reg			[1:0]			current_state, next_state;
	reg			[10:0]		tempclock;
	reg							tempdone;
	parameter					reset_state = 2'b00;
	parameter					increment_state = 2'b01;
	parameter					finished_state = 2'b10;
	always @ ( posedge clk )
	begin
		if (reset)
		begin
			current_state <= reset_state;
			clock_count_out <= 0;
			done <= 0;
		end
		else
		begin
			current_state <= next_state;
			clock_count_out <= tempclock;
			done <= tempdone;
		end
	end
	always @(start, reset, clock_count_in)
	begin
		case ( current_state )
			reset_state:
			begin
				if ( start )
				begin
					next_state <= increment_state;
					tempdone <= 0;
					tempclock <= 1;
				end
				else
				begin
					next_state <= reset_state;
					tempdone <= 0;
					tempclock <= 0;
				end
			end
			increment_state:
			begin
				if (clock_count_in == 514)
				begin
					next_state <= finished_state;
					tempdone <= 1;
					tempclock <= clock_count_in;
				end
				else
				begin
					next_state <= increment_state;
					tempdone <= 0;
					tempclock <= clock_count_in + 1;
				end
			end
			finished_state:
			begin
				begin
					next_state <= finished_state;
					tempdone <= 1;
					tempclock <= clock_count_in;
				end
			end
		endcase
	end
endmodule
module singlePortRam(address, data_in, write_enable, clk, data_out);
	parameter 								DATA_WIDTH = 4;
	parameter 								ADDR_WIDTH = 4;
	parameter								INIT_FILE = "";
	input 		[(ADDR_WIDTH - 1):0]	address;
	input 		[(DATA_WIDTH - 1):0]	data_in;
	input										write_enable, clk;
	output reg 	[(DATA_WIDTH - 1):0]	data_out;
	reg signed [DATA_WIDTH - 1:0] mem[2**ADDR_WIDTH - 1:0]
	  ;
	always @ (posedge clk)
	begin
		if ( write_enable )
			mem[address] <= data_in;
		data_out <= mem[address];
	end
	initial
	begin
		if (INIT_FILE != "")
		begin
			$readmemb(INIT_FILE, mem);
		end
	end
endmodule
module top ( start, reset, clk, done, clock_count );
	input										start, reset, clk;
	output			[10:0]				clock_count;
	output 									done;
	parameter 								DATA_WIDTH = 8;
	parameter 								ADDR_WIDTH = 6;
	reg 			[(ADDR_WIDTH - 1):0]	address_a, address_b, address_c;
	wire			[(DATA_WIDTH - 1):0]	data_in_a, data_in_b, data_out_a, data_out_b;
	reg										write_enable_a, write_enable_b, write_enable_c , clear_mac;
	wire			[18:0]					mac_out, data_out_c;
	reg			[10:0]					clock_count_in;
	singlePortRam 	#(DATA_WIDTH, ADDR_WIDTH, "ram_a_init.txt")	ram_a(address_a, data_in_a, write_enable_a, clk, data_out_a);
	singlePortRam 	#(DATA_WIDTH, ADDR_WIDTH, "ram_b_init.txt")	ram_b(address_b, data_in_b, write_enable_b, clk, data_out_b);
	MAC																			mac(data_out_a, data_out_b, clear_mac, clk, mac_out);
	singlePortRam	#(19, ADDR_WIDTH)										RAMOUTPUT(address_c, mac_out, write_enable_c, clk, data_out_c);
	controlFSM																	control(start, reset, clk, clock_count_in, done, clock_count);
	always @(clock_count)
	begin
		clock_count_in = clock_count;
		address_a = ((clock_count - 1) % 8) * 8 +  ((clock_count - 1) / 64);
		address_b = ((clock_count - 1) % 64);
		clear_mac = (((clock_count - 2) % 8 == 0) & clock_count > 2) | reset;
		address_c = ((((clock_count - 3) / 8) * 8) % 64) + (clock_count - 3)/64;
		write_enable_c = clear_mac;
	end
endmodule
==> design/flow/run.sh <==
#!/bin/bash
# OpenROAD 26Q1-2900-gdf79404cd8, Yosys 0.63+post, stock flow scripts
make -C /OpenROAD-flow-scripts/flow DESIGN_CONFIG=/design/flow/config.mk WORK_HOME=/design/flow/orfs finish
==> design/flow/config.mk <==
export PLATFORM = sky130hd
export DESIGN_NAME = top
export DESIGN_NICKNAME = top
export VERILOG_FILES = /design/flow/design.v
export SDC_FILE = /design/flow/constraint.sdc
export NUM_CORES = 4
export LEC_CHECK = 1
export CORE_AREA = 10 10 87 87
export DIE_AREA = 0 0 97 97
export SYNTH_HDL_FRONTEND = slang
==> design/flow/constraint.sdc <==
current_design top

set clk_period 1.0
set clk_io_pct 0.2

create_clock -name clk0 -period $clk_period [get_ports {clk}]

set non_clock_inputs [all_inputs -no_clocks]
set_input_delay [expr $clk_period * $clk_io_pct] -clock clk0 $non_clock_inputs
set_output_delay [expr $clk_period * $clk_io_pct] -clock clk0 [all_outputs]
==> changes_impl.md <==
## Implementation

- Number of standard-cell rows in the floorplan: 27
- Number of register pins that no clock reaches: 13
- Crit start category: flip-flop
- Yosys warnings: 0
- Setup slack of the critical path after layout: 0.04133 ns
- Layout cell share with drive strength beyond 1: 27.63%
- Quantity of I/O buffers inserted on ports: 14
- Reported max-cap violation count: 0
- Critical path class: reg -> out
- Area of the core region: 0.005642 mm²
- Final TNS setup: 0 ns
- Avg WL per Cell: 12.65 µm
- DP HPWL: 2097 µm
- ANT cells: 0
- Tool Warnings: 28
- Via count: 1004
- Endpoint kind of the worst setup timing path: primary output
- Maximum cell stage delay along the critical path: 0.34 ns
- Hold_sp: reset
- Average cell area after synthesis: 9.202 µm²
- Count of distinct cell types in the synthesized netlist: 43
- Post-synthesis to final-layout area growth: 33.55%
- YS chip area: 0.001141 mm²
- Via-to-Cell Ratio: 4.482
- Critical path origin: control.clock_count_out[2]
- FMAX: 1.043 GHz
- Root buffer selected by CTS: sky130_fd_sc_hd__clkbuf_8
- GR Util All Layers: 5.895%
- Required time worst endpoint: 0.80 ns
- Global-route wire length before repair: 4740 µm
- Largest driver fanout on the critical path: 2
- Crit path max-delay family: flip-flops
- Cell-by-cell trace of the critical path: clkdlybuf4s15_1
- Clock buffer count from CTS: 3
- Share of flip-flops with an asynchronous set or reset: 0%
- Pre-placement core utilization: 20.23%
- Count of buffering cells on the critical path with inverters included: 1
- Leak: 0.5823 nW
- Vertical die dimension: 97 µm
- H-tree depth: 1
- Hold Crit Class: in -> reg
- RSZ-0062 raised after global routing: no
- Die X-Extent: 97 µm
- Count of endpoints failing hold in the final timing report: 0
- TritonCTS clock tree: done
- Routed Wire Length: 2833 µm
- Largest vdd supply drop: 0.4804 mV
- Main flop type: sky130_fd_sc_hd__dlxtn_1
- Leading post-synthesis cells by cell area: sky130_fd_sc_hd__dfxtp_1, sky130_fd_sc_hd__dlxtn_1, sky130_fd_sc_hd__nor2b_1
- Number of global-route vias before repair: 953
- Number of search-and-repair iterations in the first detailed-routing pass: 4
- Chip area: 0.009409 mm²
- Gate count after technology mapping: 124
- Placement Setup Slack: -0.02243 ns
- Final period utilization: 95.87%
- Maximum buffer depth of the clock tree: 2
- Total power density per cell area: 690.4 mW/mm²
- # IOs: 15
- Pin count of the biggest net entering global routing: 16
- Initial antenna violation count: 0
- Number of enable-type register cells in the synthesized netlist: 0
- Run status: finished, final reports clean
- DRC violations left: 0
- Number of unconstrained endpoints: 13
- Share of the synthesized area in the top cell type: 22.81%
- Clock transition time at the flip-flop clock pins of the worst setup and hold paths: 0.06 ns
- Transition time at the pin with the least slew margin: 0.5635 ns
- Cell at the slowest stage of the critical path: sky130_fd_sc_hd__dfxtp_2
- Starting DRT DRC Count: 60
- Library cell occupying the most area in the post-synthesis netlist: sky130_fd_sc_hd__dfxtp_1
- Arrival time worst endpoint: 0.76 ns
- Final core occ: 27.01%
- Tally of nets with antenna violations remaining after routing: 0
- RePlAce Congestion: 0.8387
- Time the worst path needs with I/O delays and setup: 0.9587 ns
- Total standard cell area after synthesis: 0.001141 mm²
- Count of endpoints failing setup in the final report: 0
- Fillcell total: 600
- Yosys reg bits: 26
- Remaining Overflow, GRT: 0
- Total count of max-transition violations in the final report: 0
- Post-synthesis cell count from yosys: 124
- Tightest slew margin relative to the limit: 62.09%
==> cells in the final DEF (no fill, tap or decap), types with 2 or more instances in the layout <==
master	netlist	routed
sky130_fd_sc_hd__nand2_1	8	8
sky130_fd_sc_hd__a311oi_1	2	2
sky130_fd_sc_hd__nand3_1	4	4
sky130_fd_sc_hd__clkbuf_8	0	3
sky130_fd_sc_hd__dfxtp_2	0	12
sky130_fd_sc_hd__clkdlybuf4s15_1	0	11
sky130_fd_sc_hd__o21ai_1	2	2
sky130_fd_sc_hd__a41oi_1	3	3
sky130_fd_sc_hd__and4_1	2	2
sky130_fd_sc_hd__inv_1	8	8
sky130_fd_sc_hd__buf_4	1	18
sky130_fd_sc_hd__o311ai_1	2	2
sky130_fd_sc_hd__ha_1	5	5
sky130_fd_sc_hd__or4b_4	2	2
sky130_fd_sc_hd__o211ai_1	2	2
sky130_fd_sc_hd__nor3b_1	2	2
sky130_fd_sc_hd__a31oi_1	4	4
sky130_fd_sc_hd__nor2b_1	17	17
sky130_fd_sc_hd__dlxtn_1	13	13
sky130_fd_sc_hd__clkdlybuf4s50_1	0	2
sky130_fd_sc_hd__nand4_1	4	4
==> metrics by stage <==
stage / hold slack, ns / area (µm²) / cells / power, W
final: 0.6764 / 1524 / 224 / 0.001052
after global routing: 0.7041 / 1524 / 224 / 0.001099
after CTS: 0.6769 / 1524 / 224 / 0.001071
after detailed placement: 0.8896 / 1439 / 216 / 0.0005827
after global placement: 0.8894 / 1439 / 216 / 0.0005826
after floorplan: 0.2716 / 1141 / 124 / 0.0005567
==> cell usage after synthesis, drive strengths merged, types with 3 or more instances <==
master / count
ha: 5
nand2: 8
clkbuf: 4
a41oi: 3
nor2b: 17
buf: 4
nand4: 4
dlxtn: 13
nand3: 4
o21ai: 3
inv: 8
and4: 3
a31oi: 4
dfxtp: 13
==> cells by family after synthesis <==
logic type	share of synthesized area [%]
AND-OR/OR-AND	18.86
flip-flops	22.81
AND/OR/NAND/NOR	29.06
latches	17.11
adder cells (fa/ha/maj)	5.482
XOR/XNOR	0.7677
buffers and inverters	5.921
==> flip-flops by register name, summed over array words and instances, names as in the netlist <==
signal and cells:
control.clock_count_out 11, control.tempclock 11, control.next_state 2, control.current_state 1
control.done 1
==> cell type report <==
cell class | count | area, µm² | share of cell area, %
clock buffers | 4 | 45.04 | 2.956
well taps | 72 | 90.09 | 5.911
inverters | 8 | 30.03 | 1.970
flip-flops and latches | 26 | 470.5 | 30.87
repair buffers | 32 | 270.3 | 17.73
multi-input cells | 82 | 618.1 | 40.56
==> per-layer routing <==
metal	global-route usage (%)	vias to the layer above	wire length (µm)
met3	2.364	0	225
met4	0.2255	0	0
met5	0	-	0
met2	8.947	26	1168
met1	8.069	469	1439
li1	-	509	-
==> worst paths after layout <==
path                          to  slack [ns]  cells after the start
max               clock_count[2]        0.04                      1
min   control.clock_count_out[2]        0.68                      3
==> power by group <==
group	switching, W	internal (W)
sequential	0.00000119	0.000521
clock	0.000200	0.000282
combinational	0.0000264	0.0000223
==> what timing repair did <==
item / in CTS / in global routing
setup buffers: 4 / 0
hold buffers: 0 / 0
endpoints found under the setup margin: 12 / 5
gates resized: 32 / 5
gates cloned: 0 / 0
No activity file was given, so power comes from the tool's default toggle rates.
