==> design.v <==
module dff(D, clk, Q);
	parameter 					n = 19;
	input 		[n-1:0]		D;
	input							clk;
	output reg	[n-1:0]		Q;
	always @ (posedge clk)
	begin
		Q <= D;
	end
endmodule
module eightBuffer(mac_in_7, mac_in_6, mac_in_5, mac_in_4, mac_in_3, mac_in_2, mac_in_1, mac_in_0, clk, clock_count, out);
	input				[18:0]			mac_in_7, mac_in_6, mac_in_5, mac_in_4, mac_in_3, mac_in_2, mac_in_1, mac_in_0;
	input				[10:0]			clock_count;
	input									clk;
	output reg		[18:0]			out;
	wire				[18:0]			ff_7_6_out, ff_7_5_out, ff_7_4_out, ff_7_3_out, ff_7_2_out, ff_7_1_out, ff_7_0_out, 
											ff_6_5_out, ff_6_4_out, ff_6_3_out, ff_6_2_out, ff_6_1_out, ff_6_0_out, 
											ff_5_4_out, ff_5_3_out, ff_5_2_out, ff_5_1_out, ff_5_0_out, 
											ff_4_3_out, ff_4_2_out, ff_4_1_out, ff_4_0_out, 
											ff_3_2_out, ff_3_1_out, ff_3_0_out, 
											ff_2_1_out, ff_2_0_out, 
											ff_1_0_out;
	dff	#(19)		bufferdff_7_6(mac_in_7, clk, ff_7_6_out);
	dff	#(19)		bufferdff_7_5(ff_7_6_out, clk, ff_7_5_out);
	dff	#(19)		bufferdff_7_4(ff_7_5_out, clk, ff_7_4_out);
	dff	#(19)		bufferdff_7_3(ff_7_4_out, clk, ff_7_3_out);
	dff	#(19)		bufferdff_7_2(ff_7_3_out, clk, ff_7_2_out);
	dff	#(19)		bufferdff_7_1(ff_7_2_out, clk, ff_7_1_out);
	dff	#(19)		bufferdff_7_0(ff_7_1_out, clk, ff_7_0_out);
	dff	#(19)		bufferdff_6_5(mac_in_6, clk, ff_6_5_out);
	dff	#(19)		bufferdff_6_4(ff_6_5_out, clk, ff_6_4_out);
	dff	#(19)		bufferdff_6_3(ff_6_4_out, clk, ff_6_3_out);
	dff	#(19)		bufferdff_6_2(ff_6_3_out, clk, ff_6_2_out);
	dff	#(19)		bufferdff_6_1(ff_6_2_out, clk, ff_6_1_out);
	dff	#(19)		bufferdff_6_0(ff_6_1_out, clk, ff_6_0_out);
	dff	#(19)		bufferdff_5_4(mac_in_5, clk, ff_5_4_out);
	dff	#(19)		bufferdff_5_3(ff_5_4_out, clk, ff_5_3_out);
	dff	#(19)		bufferdff_5_2(ff_5_3_out, clk, ff_5_2_out);
	dff	#(19)		bufferdff_5_1(ff_5_2_out, clk, ff_5_1_out);
	dff	#(19)		bufferdff_5_0(ff_5_1_out, clk, ff_5_0_out);
	dff	#(19)		bufferdff_4_3(mac_in_4, clk, ff_4_3_out);
	dff	#(19)		bufferdff_4_2(ff_4_3_out, clk, ff_4_2_out);
	dff	#(19)		bufferdff_4_1(ff_4_2_out, clk, ff_4_1_out);
	dff	#(19)		bufferdff_4_0(ff_4_1_out, clk, ff_4_0_out);
	dff	#(19)		bufferdff_3_2(mac_in_3, clk, ff_3_2_out);
	dff	#(19)		bufferdff_3_1(ff_3_2_out, clk, ff_3_1_out);
	dff	#(19)		bufferdff_3_0(ff_3_1_out, clk, ff_3_0_out);
	dff	#(19)		bufferdff_2_1(mac_in_2, clk, ff_2_1_out);
	dff	#(19)		bufferdff_2_0(ff_2_1_out, clk, ff_2_0_out);
	dff	#(19)		bufferdff_1_0(mac_in_1, clk, ff_1_0_out);
	always @(posedge clk)
	begin
		if (((clock_count - 2) % 8 == 0) & clock_count > 2)
		begin
			out = mac_in_0;
		end
		else if (((clock_count - 3) % 8 == 0) & clock_count > 2)
		begin
			out = ff_1_0_out;
		end
		else if (((clock_count - 4) % 8 == 0) & clock_count > 2)
		begin
			out = ff_2_0_out;
		end
		else if (((clock_count - 5) % 8 == 0) & clock_count > 2)
		begin
			out = ff_3_0_out;
		end
		else if (((clock_count - 6) % 8 == 0) & clock_count > 2)
		begin
			out = ff_4_0_out;
		end
		else if (((clock_count - 7) % 8 == 0) & clock_count > 2)
		begin
			out = ff_5_0_out;
		end
		else if (((clock_count - 0) % 8 == 0) & clock_count > 2)
		begin
			out = ff_6_0_out;
		end
		else if (((clock_count - 1) % 8 == 0) & clock_count > 2)
		begin
			out = ff_7_0_out;
		end
	end
endmodule
==> run.sh <==
#!/bin/bash
# OpenROAD 26Q1-2900-gdf79404cd8, Yosys 0.63+post, stock flow scripts
make -C /OpenROAD-flow-scripts/flow DESIGN_CONFIG=/design/flow/config.mk WORK_HOME=/design/flow/orfs finish
==> config.mk <==
export PLATFORM = sky130hd
export DESIGN_NAME = eightBuffer
export DESIGN_NICKNAME = eightBuffer
export VERILOG_FILES = /design/flow/design.v
export SDC_FILE = /design/flow/constraint.sdc
export NUM_CORES = 4
export LEC_CHECK = 1
export CORE_UTILIZATION = 50
==> constraint.sdc <==
current_design eightBuffer

set clk_period 4.6
set clk_io_pct 0.2

create_clock -name clk0 -period $clk_period [get_ports {clk}]

set non_clock_inputs [all_inputs -no_clocks]
set_input_delay [expr $clk_period * $clk_io_pct] -clock clk0 $non_clock_inputs
set_output_delay [expr $clk_period * $clk_io_pct] -clock clk0 [all_outputs]
==> results_slide.txt <==
Synthesis and Place & Route Summary

Yosys
  – Ys Warns: 2
  – Post-synth EDFFs: 19
  – Adder-cell share of the synthesized area: 0.09852%
  – Yosys chip area: between 10,000 and 15,000 sq um
  – Top area contributor share: between 80 and 90%
  – Cells taking the most area after synthesis: dfxtp_1 (84%), edfxtp_1 (4.5%), a221o_1 (1.3%)
  – Main synth FF type: dfxtp_1
  – Simple-Gate Area Share: 3.419%
  – Synth Cell Area: ~13,000 sq um
  – Mux frac, synth: 0.1576%
  – Aoi share: 6.719%
  – Sequential area share after synthesis: 88.35%
  – Number of synthesized register bits: 551
  – Post-synth top area cell: dfxtp_1
  – Mean Syn Cell Area: 16.39 sq um
  – Yosys cell count: 775
  – Syn Inst Count: roughly 780
  – XOR/XNOR Area Share: 0%
  – Dominant comb cell: AND-OR/OR-AND gates
  – Unique cell types: 38
  – Asr flop ratio synth: 0%

Job
  – Tool warning count: 25
  – Max cap viols: 0

Clock network
  – Htree depth: 2
  – Num CTS Buffers: 49
  – CTS tree: done
  – CTS Sinks: 551
  – Postcts setup bufs: 0
  – Clock Pin Slew Worst Setup and Hold Paths: 70 ps
  – Clock latency (worst-skew pair): about 540 ps
  – CTS resizes: 0
  – Clk buf depth: 3
  – Clock Tree Root: clkbuf_16
  – Hold_buf cts: 0

Die
  – Die W: 161.4 um
  – Die area: 26,040 sq um
  – I/O pin total: 183
  – Core Util at FP: between 50% and 60%
  – Core Region: 24,600 sq um
  – Die Height: 161.4 um
  – # rows: 57

Finish
  – Fillers: 1,644
  – Logic area: 1328 sq um
  – Utilization after layout: about two thirds
  – Sequential cell area: 11,220 sq um
  – Share of cells above drive strength 1: 11.56%
  – Area grow syn2layout: 30.45%

Worst setup path
  – Setup Crit Path Kind: in2reg
  – Critical path's slowest cell: clkdlybuf4s50_1
  – Worst EP arrival: about 3700 ps
  – CP max stage delay: 830 ps
  – R2R depth: 4
  – Worst-path fanout max: 25
  – RR Startpoint: bufferdff_6_0.Q[17]
  – R2r setup slk: 3320 ps
  – Number of buffers and inverters on the critical path: 3
  – Worst setup SP type: input pin
  – Required @ worst endpoint: 4870 ps
  – Levels on crit path: 8
  – Crit-path cells: clkdlybuf4s50_1 -> inv_1 -> ha_1 -> o211a_4 -> inv_2 -> nand3_2 -> o22ai_1 -> a211oi_2
  – RR Endpoint: out[17]
  – Crit path max-delay family: buffers and inverters
  – CP Capture Type: register

Worst hold path
  – Hold path startpoint: bufferdff_5_1.Q[7]
  – Worst hold stages: 0
  – Worst Hold Class: reg2reg
  – Hold endpoint: bufferdff_5_0.Q[7]

Placed design
  – Post-Place Setup Slack: ~670 ps
  – Placed wire-length estimate: 13.05 mm
  – Number of port buffers: 182
  – GP Congestion: 0.8645

STA
  – Max Slew Vio Count: 0
  – Period utilization: between 70% and 80%
  – Fin crit period: 3451 ps
  – Final Skew: 12.87 ps
  – Final WS setup: 1149 ps
  – RSZ-0062 raised after global routing: false
  – Fmax: 289.8 MHz
  – Worst-Margin Slew: 882.1 ps
  – Setup violators final: 0
  – Setup TNS: 0 ps
  – Final hold violation count: 0
  – Slew HR: 41.01%

Detailed routing
  – Initial DRT Pass Iterations: 4
  – Routed wire length: 21.16 mm
  – DRC viols: 0
  – Diode count: 0
  – DRT iter0 DRCs: 337
  – Wire length per cell: 15.64 um
  – Vias/cell: 4.559
  – Vias: 6,169
  – Number of nets with antenna violations after routing: 0

Global routing
  – Number of antenna violations at the first check in global routing: 1
  – Remaining Overflow, GRT: 0
  – First-pass GRT wire length: 32.91 mm
  – Vias in the first global route: between 6,000 and 7,000
  – Global Route Usage Sum: 17.60%
  – Largest net degree at the start of global routing: 37

Power and ir drop
  – Peak VDD IR: 0.3614 mV
  – Pleak: 6.797 nW
  – Pwr/cell area: 587.5 nW/um^2

Run status
  – Outcome: finished clean
==> synthesized netlist by cell type, types with 2 or more instances <==
master / number
clkbuf_1: 6
nand3_2: 2
nor2_1: 36
buf_4: 2
inv_1: 3
nor4_1: 3
nand4_1: 4
a21oi_1: 16
mux2i_1: 2
buf_6: 5
a221o_1: 16
a211oi_1: 6
o22ai_2: 10
buf_2: 10
dfxtp_1: 532
a22oi_1: 5
o22ai_1: 24
o211a_1: 2
o21ai_0: 6
a211oi_2: 12
nand2_1: 22
nor3_1: 17
edfxtp_1: 19
==> layer usage <==
metal	up-vias	wire length, um	global-route usage [%]
met5	-	0	0
met4	0	747	6.389
met3	63	1671	4.847
met2	238	9127	24.82
met1	2818	9612	27.95
li1	3050	-	-
==> cell families after synthesis <==
kind of cell             Yosys count
AND/OR/NAND/NOR                   92
adder cells (fa/ha/maj)            1
flip-flops                       551
AND-OR/OR-AND                    102
multiplexers                       2
buffers and inverters             27
==> layout by cell type (no fill, tap or decap), types with 4 or more instances in the layout <==
cell | synthesis | final
a22oi_1 | 5 | 5
nand2_1 | 22 | 22
edfxtp_1 | 19 | 19
buf_4 | 2 | 4
clkinv_2 | 0 | 10
a211oi_1 | 6 | 6
nand4_1 | 4 | 4
nor3_1 | 17 | 17
clkbuf_1 | 6 | 7
a221o_1 | 16 | 16
clkbuf_16 | 0 | 52
a211oi_2 | 12 | 11
clkbuf_8 | 0 | 8
dfxtp_1 | 532 | 532
clkdlybuf4s50_1 | 0 | 181
o22ai_1 | 24 | 24
nor2_1 | 36 | 36
o22ai_2 | 10 | 10
o21ai_0 | 6 | 6
bufinv_16 | 0 | 7
a21oi_1 | 16 | 16
==> metrics by stage <==
step | power, mW | hold WS (ps) | cells | area [sq um]
finish | 9.733 | 321.3 | 1353 | 16570
global route | 10.10 | 326.9 | 1353 | 16570
CTS | 9.841 | 322.9 | 1353 | 16570
detailed placement | 5.607 | 312.1 | 1262 | 14820
global placement | 5.603 | 309.7 | 1262 | 14820
floorplan | 5.342 | 309.6 | 775 | 12700
==> how the worst max path moves through the flow <==
stage	endpoint	startpoint
4_1_cts	out[6]	clock_count[2]
5_1_grt	out[4]	clock_count[2]
6_report	out[6]	clock_count[2]
==> report_power, final <==
group          internal (mW)  switching, mW  leakage, nW  total (mW)
logic                  0.223          0.118         1.24       0.341
registers               5.08         0.0819         4.68        5.16
clock network           2.59           1.64        0.876        4.23
total                   7.90           1.84         6.80        9.73
==> layout make-up <==
type	instances	area share (%)
clock buffers	67	8.678
clock inverters	24	1.896
multi-input cells	197	8.013
flip-flops and latches	551	67.73
inverters	4	0.09063
repair buffers	186	11.15
well taps	324	2.447
Power is estimated from default activity; no workload was simulated.
