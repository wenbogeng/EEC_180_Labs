## /design/flow/config.mk

```make
export PLATFORM = sky130hd
export DESIGN_NAME = SpMV
export DESIGN_NICKNAME = SpMV
export VERILOG_FILES = /design/flow/design.v
export SDC_FILE = /design/flow/constraint.sdc
export NUM_CORES = 4
export LEC_CHECK = 1
export CORE_AREA = 10 10 79 79
export DIE_AREA = 0 0 89 89
export SYNTH_HDL_FRONTEND = slang
```

## /design/flow/constraint.sdc

```tcl
current_design SpMV

set clk_period 1.0
set clk_io_pct 0.2

create_clock -name clk0 -period $clk_period [get_ports {clk}]

set non_clock_inputs [all_inputs -no_clocks]
set_input_delay [expr $clk_period * $clk_io_pct] -clock clk0 $non_clock_inputs
set_output_delay [expr $clk_period * $clk_io_pct] -clock clk0 [all_outputs]
```

## /design/flow/design.v

```verilog
module SpMV ( start, reset, clk, done, clock_count );
	input										start, reset, clk;
	output			[10:0]				clock_count;
	output 									done;
	parameter 								DATA_WIDTH = 8;
	parameter 								ADDR_WIDTH = 4;
	reg 			[5:0]						address_v_3, address_v_2, address_v_1, address_v_0, address_col_3, address_col_2, address_col_1, address_col_0, address_b, address_c;
	wire			[(DATA_WIDTH - 1):0]	data_in_a, data_in_b, data_out_v_3, data_out_v_2, data_out_v_1, data_out_v_0, 
																			data_out_b_3, data_out_b_2, data_out_b_1, data_out_b_0, 
																			data_out_col_3, data_out_col_2, data_out_col_1, data_out_col_0;
	reg										write_enable_a, write_enable_b, write_enable_c , clear_mac;
	wire			[18:0]					mac_out_3, mac_out_2, mac_out_1, mac_out_0, buffer_out, data_out_c;
	reg			[10:0]					clock_count_in;
	controlFSM																	control(start, reset, clk, clock_count_in, done, clock_count);
	dualPortRam 	#(8, 6, "V.txt")										ram_V_1(address_v_3, address_v_2, data_in_a, write_enable_a, write_enable_a, clk, data_out_v_3, data_out_v_2);
	dualPortRam 	#(8, 6, "V.txt")										ram_V_0(address_v_1, address_v_0, data_in_a, write_enable_a, write_enable_a, clk, data_out_v_1, data_out_v_0);
	dualPortRam 	#(4, 6, "COL_INDEX.txt")							ram_COL_1(address_col_3, address_col_2, data_in_a, write_enable_a, write_enable_a, clk, data_out_col_3, data_out_col_2);
	dualPortRam 	#(4, 6, "COL_INDEX.txt")							ram_COL_0(address_col_1, address_col_0, data_in_a, write_enable_a, write_enable_a, clk, data_out_col_1, data_out_col_0);
	dualPortRam 	#(8, 4, "B.txt")										ram_b_1(data_out_col_3, data_out_col_2, data_in_b, write_enable_b, write_enable_b, clk, data_out_b_3, data_out_b_2);
	dualPortRam 	#(8, 4, "B.txt")										ram_b_0(data_out_col_1, data_out_col_0, data_in_b, write_enable_b, write_enable_b, clk, data_out_b_1, data_out_b_0);
	MAC																			mac3(data_out_v_3, data_out_b_3, clear_mac, clk, mac_out_3);
	MAC																			mac2(data_out_v_2, data_out_b_2, clear_mac, clk, mac_out_2);
	MAC																			mac1(data_out_v_1, data_out_b_1, clear_mac, clk, mac_out_1);
	MAC																			mac0(data_out_v_0, data_out_b_0, clear_mac, clk, mac_out_0);
	fourBuffer																	macbuffer(mac_out_3, mac_out_2, mac_out_1, mac_out_0, clk, clock_count, buffer_out);
	singlePortRam	#(19, 4)													RAMOUTPUT(address_c, buffer_out, write_enable_c, clk, data_out_c);
	always @(clock_count)
	begin
		address_v_3 = clock_count + 46;
		address_v_2 = clock_count + 30;
		address_v_1 = clock_count + 14;
		address_v_0 = clock_count - 2;
		address_col_3 = clock_count + 47;
		address_col_2 = clock_count + 31;
		address_col_1 = clock_count + 15;
		address_col_0 = clock_count - 1;
		clear_mac = (((clock_count - 3) % 4 == 0) & clock_count > 2);
		address_c = ((clock_count * 4) % 16) + ((clock_count - 8) / 4);
		write_enable_c = clock_count > 7;
		clock_count_in = clock_count;
	end
endmodule
module fourBuffer(mac_in_3, mac_in_2, mac_in_1, mac_in_0, clk, clock_count, out);
	input				[18:0]			mac_in_3, mac_in_2, mac_in_1, mac_in_0;
	input				[10:0]			clock_count;
	input									clk;
	output reg		[18:0]			out;
	wire				[18:0]			ff_3_2_out, ff_3_1_out, ff_3_0_out, 
											ff_2_1_out, ff_2_0_out, 
											ff_1_0_out;
	dff	#(19)		bufferdff_3_2(mac_in_3, clk, ff_3_2_out);
	dff	#(19)		bufferdff_3_1(ff_3_2_out, clk, ff_3_1_out);
	dff	#(19)		bufferdff_3_0(ff_3_1_out, clk, ff_3_0_out);
	dff	#(19)		bufferdff_2_1(mac_in_2, clk, ff_2_1_out);
	dff	#(19)		bufferdff_2_0(ff_2_1_out, clk, ff_2_0_out);
	dff	#(19)		bufferdff_1_0(mac_in_1, clk, ff_1_0_out);
	always @(posedge clk)
	begin
		if (((clock_count - 3) % 4 == 0) & clock_count > 2)
		begin
			out = mac_in_0;
		end
		else if (((clock_count - 4) % 4 == 0) & clock_count > 2)
		begin
			out = ff_1_0_out;
		end
		else if (((clock_count - 5) % 4 == 0) & clock_count > 2)
		begin
			out = ff_2_0_out;
		end
		else if (((clock_count - 6) % 4 == 0) & clock_count > 2)
		begin
			out = ff_3_0_out;
		end
	end
endmodule
module MAC(a, b, macc_clear, clk, out);
	input signed 		[7:0]				a, b;
	input										macc_clear, clk;
	output reg signed	[18:0]			out;
	always @ (posedge clk)
	begin
		if (~macc_clear)
		begin
			out <= out + a * b;
		end
		else
		begin
			out <= a * b;
		end
	end
endmodule
module controlFSM( start, reset, clk, clock_count_in, done, clock_count_out );
	input 						start, reset, clk;
	input			[10:0]		clock_count_in;
	output reg					done;
	output reg	[10:0]		clock_count_out;
	reg			[1:0]			current_state, next_state;
	reg			[10:0]		tempclock;
	reg							tempdone;
	parameter					reset_state = 2'b00;
	parameter					increment_state = 2'b01;
	parameter					finished_state = 2'b10;
	always @ ( posedge clk )
	begin
		if (reset)
		begin
			current_state <= reset_state;
			clock_count_out <= 0;
			done <= 0;
		end
		else
		begin
			current_state <= next_state;
			clock_count_out <= tempclock;
			done <= tempdone;
		end
	end
	always @(start, reset, clock_count_in)
	begin
		case ( current_state )
			reset_state:
			begin
				if ( start )
				begin
					next_state <= increment_state;
					tempdone <= 0;
					tempclock <= 1;
				end
				else
				begin
					next_state <= reset_state;
					tempdone <= 0;
					tempclock <= 0;
				end
			end
			increment_state:
			begin
				if (clock_count_in == 514)
				begin
					next_state <= finished_state;
					tempdone <= 1;
					tempclock <= clock_count_in;
				end
				else
				begin
					next_state <= increment_state;
					tempdone <= 0;
					tempclock <= clock_count_in + 1;
				end
			end
			finished_state:
			begin
				begin
					next_state <= finished_state;
					tempdone <= 1;
					tempclock <= clock_count_in;
				end
			end
		endcase
	end
endmodule
module singlePortRam(address, data_in, write_enable, clk, data_out);
	parameter 								DATA_WIDTH = 4;
	parameter 								ADDR_WIDTH = 4;
	parameter								INIT_FILE = "";
	input 		[(ADDR_WIDTH - 1):0]	address;
	input 		[(DATA_WIDTH - 1):0]	data_in;
	input										write_enable, clk;
	output reg 	[(DATA_WIDTH - 1):0]	data_out;
	reg signed [DATA_WIDTH - 1:0] mem[2**ADDR_WIDTH - 1:0]
	  ;
	always @ (posedge clk)
	begin
		if ( write_enable )
			mem[address] <= data_in;
		data_out <= mem[address];
	end
	initial
	begin
		if (INIT_FILE != "")
		begin
			$readmemb(INIT_FILE, mem);
		end
	end
endmodule
module dff(D, clk, Q);
	parameter 					n = 19;
	input 		[n-1:0]		D;
	input							clk;
	output reg	[n-1:0]		Q;
	always @ (posedge clk)
	begin
		Q <= D;
	end
endmodule
module dualPortRam(address_1, address_0, data_in, write_enable_1, write_enable_0, clk, data_out_1, data_out_0);
	parameter 								DATA_WIDTH = 4;
	parameter 								ADDR_WIDTH = 4;
	parameter								INIT_FILE = "";
	input 		[(ADDR_WIDTH - 1):0]	address_1, address_0;
	input 		[(DATA_WIDTH - 1):0]	data_in;
	input										write_enable_1, write_enable_0, clk;
	output reg 	[(DATA_WIDTH - 1):0]	data_out_1, data_out_0;
	reg signed [DATA_WIDTH - 1:0] mem[2**ADDR_WIDTH - 1:0]
	 ;
	always @ (posedge clk)
	begin
		if ( write_enable_1 )
		begin
			mem[address_1] <= data_in;
		end
		data_out_1 <= mem[address_1];
		if ( write_enable_0 )
		begin
			mem[address_1] <= data_in;
		end
		data_out_0 <= mem[address_0];
	end
	initial
	begin
		if (INIT_FILE != "")
		begin
			$readmemb(INIT_FILE, mem);
		end
	end
endmodule
```

## /design/flow/run.sh

```bash
#!/bin/bash
# OpenROAD 26Q1-2900-gdf79404cd8, Yosys 0.63+post, stock flow scripts
make -C /OpenROAD-flow-scripts/flow DESIGN_CONFIG=/design/flow/config.mk WORK_HOME=/design/flow/orfs finish
```

==> flow_summary.json <==
{
  "finalHoldWorstSlack_ns": 0.659,
  "yosys_cells": 124,
  "syn2layout_area_growth_pct": 30.0,
  "clock_tree.buffer_depth": 2,
  "power.density_nw_per_um2": 705,
  "antenna_found_initial": 0,
  "detailedPlace.worstSlack_ns": -0.00141,
  "cts.root.buffer_cell": "clkbuf_8",
  "synth-seq-cells": 26,
  "final_util_pct": 31.8,
  "setup.worst_path.class": "reg -> out",
  "post_synthesis_area_per_instance_um2": 9.20,
  "unconstrained_endpoints": 13,
  "grt_first_pass_wirelength_um": 4490,
  "grt_pass1_vias": 933,
  "wirelength_um": 2690,
  "warning_count": 28,
  "cp-start-kind": "flip-flop",
  "total_leakage_power_uw": 0.000566,
  "worstHoldPathType": "in -> reg",
  "layout-drive-gt1-share_pct": 25.5,
  "yosys_most_used_dff": "dlxtn_1",
  "netlist_area_um2": 1140,
  "maxSlewHeadroom_pct": 52.7,
  "initial_core_util_pct": 24.5,
  "first_pass_iters": 4,
  "synth_chip_area_um2": 1140,
  "crit_path_end_kind": "output port",
  "crit_arrival_ns": 0.75,
  "gp_congestion": 0.875,
  "synth-edff-count": 0,
  "timing.critical_path.buf_inv": 1,
  "detailed_place_hpwl_um": 2000,
  "cts-buffers-inserted": 3,
  "numPortBuffers": 14,
  "gr-total-overflow": 0,
  "clkTransAtPathRegs_ns": 0.06,
  "unclocked_regs": 13,
  "dieWidth_um": 89,
  "fin_crit_sh_pct": 94.6,
  "syn_inst": 124,
  "outcome": "finished, final reports clean",
  "cts_tree": "yes",
  "crit_fanout": 2,
  "via_count": 979,
  "antenna_violating_nets_post_route": 0,
  "worst-slew-pin-transition_ns": 0.703,
  "setup_violators_final": 0,
  "finalCriticalPeriod_ns": 0.946,
  "final_hold_viol_count": 0,
  "drcViolationCount": 0,
  "drtIter0Drc": 78,
  "fp-row-count": 25,
  "post_drt_via_cell_ratio": 4.82,
  "design_power_total_uw": 1050,
  "synth_cell_types": 43,
  "grt_start_max_net_pins": 16,
  "setup_slack_ns": 0.0536,
  "dieHeight_um": 89,
  "cts.hold.buffers_added": 0,
  "max_cap_violations": 0,
  "synth.yosys.warnings": 0,
  "ioPinCount": 15,
  "wire_per_inst_um": 13.2,
  "list_of_cells_traversed_by_the_critical_path": "clkdlybuf4s15_1",
  "cpLargestDelayFamily": "flip-flops",
  "async_reset_ff_share_pct": 0,
  "worst_path_largest_cell_delay_ns": 0.33,
  "critical_path.slowest_cell": "dfxtp_2",
  "design.die.area_um2": 7920,
  "vdd_ir_drop_max_mv": 0.352,
  "floorplan.core_area_um2": 4660,
  "num_antenna_cells": 0,
  "drv_slew": 0,
  "groute.usage.overall_pct": 7.17,
  "required_time_of_the_critical_path_ns": 0.80,
  "rsz_0062_raised_after_global_routing": "no",
  "clock.fmax_mhz": 1060,
  "htree_levels": 1
}
[routing by layer]
layer	global-route usage (%)	up-vias	wire, um
met2	9.91	26	1040
met1	10.7	446	1430
met4	0.723	0	21
met5	0	-	0
met3	2.66	4	189
li1	-	503	-
[state kept, by name (all words and copies together) (netlist names)]
register / cells
control.clock_count_out: 11
control.tempclock: 11
control.next_state: 2
control.current_state: 1
control.done: 1
[layout make-up]
| cell class | instances | area [um^2] |
|---|---|---|
| fillers | 485 | 3180 |
| flip-flops and latches | 26 | 470 |
| multi-input cells | 82 | 618 |
| well taps | 54 | 67.6 |
| repair buffers | 29 | 253 |
| clock buffers | 4 | 45.0 |
| inverters | 8 | 30.0 |
[kinds of logic after synthesis]
logic type	count (synthesis)	share of synthesized area (%)
simple gates	51	29.1
flops	13	22.8
compound gates	25	18.9
latches	13	17.1
buf+inv	16	5.92
xor+xnor	1	0.768
fa+ha+maj	5	5.48
[through the flow]
step | instance area, um^2 | setup TNS [ns] | cells
global placement | 1420 | -0.0269 | 198
CTS | 1480 | 0 | 203
finish | 1480 | 0 | 203
floorplan | 1140 | 0 | 124
global route | 1480 | 0 | 203
detailed placement | 1420 | -0.00141 | 198
[power breakdown]
| group | switching [uW] | internal, uW | total (uW) |
|---|---|---|---|
| clock | 194 | 282 | 476 |
| sequential | 1.22 | 521 | 522 |
| combinational | 26.4 | 22.3 | 48.7 |
| total | 222 | 825 | 1050 |
[layout by cell type (no fill, tap or decap), types with 2 or more instances in the layout]
cell	netlist	layout
dlxtn_1	13	13
a41oi_1	3	3
ha_1	5	5
o211ai_1	2	2
o311ai_1	2	2
nand4_1	4	4
and4_1	2	2
or4b_4	2	2
clkdlybuf4s50_1	0	2
inv_1	8	8
buf_4	1	15
a31oi_1	4	4
clkdlybuf4s15_1	0	12
dfxtp_2	0	12
nor2b_1	17	17
nand2_1	8	8
a311oi_1	2	2
nor3b_1	2	2
nand3_1	4	4
o21ai_1	2	2
clkbuf_8	0	3
[worst paths after layout]
path | slack, ns | start | to | cells after the start
setup / recovery | 0.05 | control.clock_count_out[3] | clock_count[3] | 1
hold / removal | 0.66 | reset | control.clock_count_out[4] | 3
[repair_timing]
action	in CTS	in global routing
cloned	0	0
buffers inserted	1	0
setup endpoints to repair	12	6
resized	30	6
[cell usage after synthesis, types with 3 or more instances]
master | n | area share, %
dlxtn_1 | 13 | 17
a41oi_1 | 3 | 2.3
inv_1 | 8 | 2.6
nor2b_1 | 17 | 9.3
clkbuf_1 | 4 | 1.3
a31oi_1 | 4 | 2.2
ha_1 | 5 | 5.5
nand3_1 | 4 | 1.8
buf_2 | 3 | 1.3
nand2_1 | 8 | 2.6
nand4_1 | 4 | 2.2
dfxtp_1 | 13 | 23
